**flow/design.v**
```verilog
module decimator #(
    parameter int unsigned Decimation_factor = 8,  
    parameter int unsigned Data_bits = 10
  ) (
    input   logic [Data_bits-1:0]   data_in,
    input   logic                   data_valid_i,
    input   logic                   clk_i,
    input   logic                   rst_ni,   
    output  logic [Data_bits-1:0]   data_out,
    output  logic                   data_valid_o
  );
  logic [Data_bits-1:0]  input_data_ff, output_data_ff;
  logic comp_out;
  logic [$clog2(Decimation_factor)-1:0] count_d, count_q;
  typedef enum logic { IDLE, RUN } state_t;
  state_t state_d, state_q;
  always_comb begin
    input_data_ff = $signed(data_in);
  end
  always_comb begin: fsm_proc
    state_d          = state_q;
    comp_out         = 1'b0;
    count_d          = count_q;
    case (state_q)
      IDLE: begin
        if (data_valid_i) begin
          state_d = RUN;
        end
      end
      RUN: begin
        if (count_q == Decimation_factor - 1) begin
          comp_out  = 1'b1;
          count_d   = '0;
          state_d   = IDLE;
        end else begin
          comp_out  = 1'b0;
          count_d = count_q + 1;
          state_d = IDLE;
        end
      end
    endcase
  end
  always_ff @(posedge clk_i or negedge rst_ni) begin: p_state_q
    if (!rst_ni) begin
      state_q <= IDLE;
    end else begin
      state_q <= state_d;
    end
  end
  always_ff @(posedge clk_i or negedge rst_ni) begin : proc_count_q 
    if(~rst_ni) begin
      count_q  <= Decimation_factor - 1;
    end else begin
      count_q  <= count_d;
    end
  end
  always_ff @(posedge clk_i or negedge rst_ni) begin : proc_output_data_ff 
    if(~rst_ni) begin
      output_data_ff  <= '0;
    end else begin
      output_data_ff  <= input_data_ff;
    end
  end
  assign data_out = $signed(output_data_ff);
  assign data_valid_o = comp_out ? 1'b1 : 1'b0;
endmodule : decimator
```
**flow/run.sh**
```bash
#!/bin/bash
# OpenROAD 26Q1-2900-gdf79404cd8, Yosys 0.63+post, stock flow scripts
make -C /OpenROAD-flow-scripts/flow DESIGN_CONFIG=/design/flow/config.mk WORK_HOME=/design/flow/orfs finish
```
**flow/config.mk**
```make
export PLATFORM = sky130hd
export DESIGN_NAME = decimator
export DESIGN_NICKNAME = decimator
export VERILOG_FILES = /design/flow/design.v
export SDC_FILE = /design/flow/constraint.sdc
export NUM_CORES = 4
export LEC_CHECK = 1
export CORE_AREA = 10 10 74 74
export DIE_AREA = 0 0 84 84
```
**flow/constraint.sdc**
```tcl
current_design decimator

set clk_period 1.8
set clk_io_pct 0.2

create_clock -name clk0 -period $clk_period [get_ports {clk_i}]

set non_clock_inputs [all_inputs -no_clocks]
set_input_delay [expr $clk_period * $clk_io_pct] -clock clk0 $non_clock_inputs
set_output_delay [expr $clk_period * $clk_io_pct] -clock clk0 [all_outputs]
```
==> CHANGELOG.md <==
### Implementation results

- Status: complete, no violations
- Storage cell area: 354.1 um^2
- Vias: 269
- Total CTS buffers: 3
- Area growth, synth to finish: 87.32%
- Yosys stat area: approximately 430 um^2
- Gate Area: around 110 um^2
- Setup TNS: 0 ns
- Vias/cell: ~2.7
- Clock H-tree levels: 1
- Fin Hold WS: between 0.4 and 0.5 ns
- Port bufs: 23
- Drt first pass iters: 1
- RD Place Congestion: ~0.67
- Die area: between 7000 and 8000 um^2
- Post-Place Worst Slack: 0.04302 ns
- Antenna Nets Post-Route: 0
- Clock Skews: roughly 0.000095 ns
- PwrDens: between 1000 and 1500 nW/um^2
- Startpoint Class: register
- Placed Cells: 95
- Avg WL per Cell: around 11 um
- RSZ-0062 raised after global routing: false
- Normalized max-slew margin: between 60 and 70%
- Clk latency late pin: between 0.2 and 0.25 ns
- Yosys warnings: 1
- Setup crit end kind: primary output
- Finished Layout Cells: 100
- Largest net degree at the start of global routing: 15
- Buf/Inv on CP: 1
- Finished Cell Area: 813.3 um^2
- Max Slew Vio Count: 0
- Post-DP Area: roughly 730 um^2
- Initial antenna violation count: 0
- Yosys cell count: 22
- Total core area: roughly 4000 um^2
- Worst-Margin Slew: roughly 0.59 ns
- Hold Crit Class: input port to async pin
- Avg Cell Area, Syn: around 20 um^2
- # diodes: 0
- Crit-path slowest cell: dfstp_2
- CTS tree: built
- Number of remaining DRC errors: 0
- Final hold vios: 0
- Reg clk slew, reported paths: approximately 0.06 ns
- Number of global-route vias before repair: 337
- Root Driver: clkbuf_8
- Critical path class: register to primary output
- Biggest area cells: dfrtp_1 63%, dfstp_2 18%, ha_1 5.8%
- Starting DRT DRC Count: 0
- Yosys reg bits: 14
- Cells after Synth: 22
- Clk sinks: 14
- Fin crit share: a little over nine tenths
- Top cell area share: a little under two thirds
- Worst Path Required: roughly 1.4 ns
- First-pass GRT wire length: 1780 um
- Crit-path leading delay family: flip-flops
- Layout cells sized above 1: about 28%
- # fillers: 436
- Distinct cell type count after synthesis: 8
- Leak: 0.3282 nW
- OpenROAD warnings: 25
- Cell Rows: 23
- Top cells excl fill/tap: 22 x clkdlybuf4s50_1, 11 x dfrtp_1, 4 x clkbuf_8
- CP dominant cell by count: ha_4
- IO Pins: 24
- F_max: ~580 MHz
- Die Y: between 80 and 90 um
- VDD IR max: between 0.0002 and 0.0003 V
- Max Cap Viol: 0
- Synth Seq Share: between 80% and 90%
- Yosys top cell by area: dfrtp_1
- Most frequent logic cell in the layout: clkdlybuf4s50_1
- Fp_density: roughly 11%
- Total track usage: ~3.3%
- Worst-path fanout max: 2
- Post-Syn Area: approximately 430 um^2
- Die Span X: 84 um
- Grt ovf: 0
- Slowest stage delay, CP: 0.56 ns
- Post-route setup slack: ~0.077 ns
- Final setup violation count: 0
- Tmin final: ~1.7 ns
- CTS Buffer Depth: 2
- Worst Path Arrival: around 1.4 ns
- CP cell instances: ha_4, ha_4, and2_2, dlygate4sd2_1
- WL final: about 1100 um
## cell usage after synthesis
cell type	count
mux2_2	2
dfrtp_1	11
and2_2	1
and2b_2	1
ha_1	2
nand2b_1	1
dfstp_2	3
mux2i_1	1
## final timing paths
check / depth (start not counted) / startpoint / to / slack (ns)
hold / removal: 1 / rst_ni / state_q$_DFF_PN0_ / 0.50
setup / recovery: 4 / count_q[1]$_DFFE_PN1P_ / data_valid_o / 0.08
min in group clk0: 1 / data_in[4] / output_data_ff[4]$_DFF_PN0_ / 0.56
max in group asynchronous: 1 / rst_ni / output_data_ff[0]$_DFF_PN0_ / 0.92
hold reg to reg: 1 / state_q$_DFF_PN0_ / count_q[0]$_DFFE_PN1P_ / 0.56
setup reg to reg: 3 / count_q[1]$_DFFE_PN1P_ / count_q[2]$_DFFE_PN1P_ / 0.60
## through the flow
step / power [mW] / util, %
2_1_floorplan: 0.4525 / -
3_3_place_gp: 0.5206 / 18.31
3_5_place_dp: 0.5350 / 18.31
4_1_cts: 0.8847 / 20.48
5_1_grt: 0.9200 / 20.48
6_report: 0.8655 / 20.48
## layout make-up
class | instances | area share, %
clock buffer | 4 | 6.769
multi-input combinational | 8 | 12.92
sequential | 14 | 43.54
tap | 50 | 7.692
timing repair buffer | 24 | 29.08
## power breakdown
part	switching, mW	internal, mW	total [mW]
clock	0.104	0.193	0.297
sequential	0.0365	0.379	0.416
combinational	0.0416	0.111	0.153
## state kept, by name (all words and copies together) (netlist names)
name            count
count_q             3
output_data_ff     10
state_q             1
## per-layer routing
| layer | wire length, um | part of all wire (%) | up-vias | track usage (%) |
|---|---|---|---|---|
| met5 | 0 | 0 | - | 0 |
| li1 | - | - | 127 | - |
| met3 | 175 | 16 | 2 | 2.953 |
| met1 | 341 | 31 | 124 | 2.865 |
| met4 | 6 | 0.54 | 0 | 0.1522 |
| met2 | 579 | 53 | 16 | 5.714 |
## cell families (layout without fill, tap and decap cells)
group                    Yosys count  count (layout)  synth area share [%]
adder cells (fa/ha/maj)            2               2                 5.763
buffers and inverters              0              28                     0
flip-flops                        14              14                 81.56
multiplexers                       3               3                 7.493
AND/OR/NAND/NOR                    3               3                 5.189
## repair_timing
| item | in CTS | in global routing |
|---|---|---|
| resized | 5 | 0 |
| hold buffers | 0 | 0 |
| setup buffers | 1 | 0 |
| setup endpoints to repair | 1 | 0 |
Power is estimated from default activity; no workload was simulated.

$ cat design.v
module requantizer #(
    parameter int unsigned Data_bits = 10,
    parameter int unsigned Requantized_bits = 6
  ) (
    input  	logic [Data_bits-1:0] 	        data_in,
    input  	logic			                      data_valid_i,
    input	  logic			                      clk_i,
    input	  logic			                      rst_ni,		
    output 	logic [Requantized_bits-1:0] 	  data_out,
    output  logic			                      data_valid_o
  );
  logic [Requantized_bits-1:0]  data_d, data_q;
  logic                         data_valid_d, data_valid_q;
  always_comb begin
    data_d = data_q;
    if (data_valid_i) begin
      data_d       = data_in[Data_bits-1 -: Requantized_bits];
      data_valid_d = 1'b1;
	  end else begin
      data_valid_d = 1'b0;
    end
  end
  always_ff @(posedge clk_i or negedge rst_ni) begin: p_data_q
    if (!rst_ni) begin
      data_q <= '0;
    end else begin
      data_q <= data_d;
    end
  end
  always_ff @(posedge clk_i or negedge rst_ni) begin : proc_data_valid_q
    if(~rst_ni) begin
      data_valid_q <= 0;
    end else begin
      data_valid_q <= data_valid_d;
    end
  end
  assign data_out     = data_q;
  assign data_valid_o = data_valid_q;
endmodule : requantizer
$ cat run.sh
#!/bin/bash
# OpenROAD 26Q1-2900-gdf79404cd8, Yosys 0.63+post, stock flow scripts
make -C /OpenROAD-flow-scripts/flow DESIGN_CONFIG=/design/flow/config.mk WORK_HOME=/design/flow/orfs finish
$ cat config.mk
export PLATFORM = sky130hd
export DESIGN_NAME = requantizer
export DESIGN_NICKNAME = requantizer
export VERILOG_FILES = /design/flow/design.v
export SDC_FILE = /design/flow/constraint.sdc
export NUM_CORES = 4
export LEC_CHECK = 1
export CORE_AREA = 10 10 70 70
export DIE_AREA = 0 0 80 80
$ cat constraint.sdc
current_design requantizer

set clk_period 1.0
set clk_io_pct 0.2

create_clock -name clk0 -period $clk_period [get_ports {clk_i}]

set non_clock_inputs [all_inputs -no_clocks]
set_input_delay [expr $clk_period * $clk_io_pct] -clock clk0 $non_clock_inputs
set_output_delay [expr $clk_period * $clk_io_pct] -clock clk0 [all_outputs]
==> run summary <==
fresh numbers from the pnr run: Wirelength per Cell=9.33 µm, H-tree depth=1, Register Area=175 µm², Global Route Usage Sum=2.49%, DP Area=500 µm², fill count=391, GRT Residual Overflow=0, hold buffer count at cts=0, Tot Pwr=0.000725 W, number of clock sinks=7, Setup Crit Path Kind=primary input to flip-flop, CP endpoint kind=flip-flop, Slew Limit Headroom=78.1%, CTS clk-pin slew, worst paths=0.06 ns, drt pass-1 iters=2, # rows=21, FP Core Util=8.10%, vias in the first global route=246, sequential share of the synthesized area=63.3%, Top cell excl fill/tap=clkdlybuf4s50_1, Vias/cell=2.42, Tmin final=1.00 ns, Post-DP HPWL=606 µm, Yosys Chip Area=277 µm², Via Count=201, Tightest Pin Transition=0.327 ns, final worst path period share=100%, failing checks=setup timing, CTS max path bufs=2, area leader, netlist=dfrtp_1, core footprint=3420 µm², RSZ-0062 raised after global routing=yes, residual DRC count=0, Top cells excl fill/tap=clkdlybuf4s50_1 (8), dfrtp_1 (7), buf_2 (7), mux2_4 (6), die span in x=80 µm, Ys Warns=1, Worst VDD drop=0.502 mV, gpl congestion=0.689, max cap viols=0, CP max stage cell=clkdlybuf4s50_1, max incr delay on CP=0.50 ns, critical path arrival=1.13 ns, WL final=774 µm, FMAX=0.999 GHz, status=complete, but fails checks, Cell Type Count=3, I/O Buffers=15, CP Cell Sequence=clkdlybuf4s50_1 > buf_12 > mux2_4, max-slew violation count=0, I/O pins=20, layout cells sized above 1=56.8%, clock tree from TritonCTS=yes, Critical Path Start Type=primary input, DIE AREA=6400 µm², R2R Setup Slk=0.13 ns, final-report setup violation count=2, total CTS buffers=3, Pleak=0.235 nW, Worst Hold Class=primary input to async pin, Latency at later pin=0.25 ns, fin area=518 µm², Critical Path Fanout Max=7, Root Buffer=clkbuf_4, Final Hold Viols=0, Pwr Density=1400 nW/µm², Layout area overhead=87.3%, Gate Area=90.1 µm², ys cells=14, Synth area leaders=dfrtp_1 (63%), mux2_4 (33%), buf_6 (4.1%), largest net degree at the start of global routing=8, total tool warning count=30, Yosys reg bits=7, Final Util=15.2%, initial antenna violation count=0, post-route worst setup slack=-0.00111 ns, global-route wire length before repair=1240 µm, antenna cells=0, skew final=0 ns, First DRT Iteration DRCs=6, Post-Syn Area=277 µm², syn avg cell area=19.8 µm², Place WS=-0.265 ns, Die Y=80 µm, critical path required time=1.13 ns, post-synthesis cell count=14, Area leader share=63.3%, number of routed nets with antenna violations=0
-- synthesized netlist by cell type --
library cell and count:
buf_6 1, dfrtp_1 7, mux2_4 6
-- metal layers --
metal	vias up	track usage (%)	routed length [µm]
met5	-	0	0
met3	2	1.59	70
met1	90	3.63	431
li1	95	-	-
met2	14	2.81	247
met4	0	0.704	24
-- what timing repair did --
action / 4_1_cts / 5_1_grt
setup endpoints to repair: 7 / 2
gates resized: 21 / 1
buffers inserted: 4 / 0
-- registers in the layout (all words and copies together) (netlist names) --
name and cells:
data_q 6, data_valid_q 1
-- worst max-delay path, delay by kind of cell --
family,cells,cell delay [ns]
buf+inv,2,0.64
mux,1,0.29
-- kinds of logic after synthesis --
family   count (synthesis)  share of synthesized area, %
flops                    7                          63.3
mux                      6                          32.6
buf+inv                  1                          4.07
-- power breakdown --
group / total, W / internal [W] / switching [W]
combinational: 0.000142 / 0.000108 / 0.0000341
sequential: 0.000323 / 0.000310 / 0.0000130
clock: 0.000259 / 0.000153 / 0.000107
total: 0.000725 / 0.000571 / 0.000154
-- through the flow --
stage / TNS [ns] / instances / hold slack [ns]
after CTS: 0 / 84 / 0.201
after detailed placement: -1.64 / 76 / 0.484
final: -0.00209 / 83 / 0.205
after global placement: -1.62 / 76 / 0.473
after global routing: -0.00860 / 83 / 0.203
after floorplan: 0 / 14 / -0.0956
-- final cells by class --
type                    count  share of cell area [%]
flip-flops and latches      7                    33.8
well taps                  46                    11.1
multi-input cells           6                    17.4
repair buffers             20                    32.6
clock buffers               4                    5.07
-- final timing paths --
| check | from | endpoint | depth (start not counted) |
|---|---|---|---|
| max | data_valid_i | data_q[3]$_DFFE_PN0P_ | 3 |
| min | rst_ni | data_q[1]$_DFFE_PN0P_ | 1 |
| max reg2reg | data_q[0]$_DFFE_PN0P_ | data_q[0]$_DFFE_PN0P_ | 2 |
| min reg2reg | data_q[2]$_DFFE_PN0P_ | data_q[2]$_DFFE_PN0P_ | 1 |
| max in group asynchronous | rst_ni | data_q[3]$_DFFE_PN0P_ | 1 |
| min in group clk0 | data_q[2]$_DFFE_PN0P_ | data_q[2]$_DFFE_PN0P_ | 1 |
Power figures rest on the tool's default switching activity, not on a simulated workload.

==> design/flow/design.v <==
module LAVA #(
    parameter int unsigned Data_bits  = 10,
    parameter int unsigned Threshold  = 20,
    parameter int unsigned Samples_per_channel = 3328
  ) (
    input  	logic [Data_bits-1:0] 	              data_in,
    input  	logic			                            data_valid_i,
    input	  logic			                            clk_i,
    input	  logic			                            rst_ni,		
    output 	logic [Data_bits+$clog2(Samples_per_channel)-1:0] 	  data_out,
    output  logic			                            data_valid_o
  );
  localparam             Index_width = $clog2(Samples_per_channel);
  logic [Data_bits-1:0]   reg_value_d, reg_value_q;
  logic [Index_width-1:0] index_d, index_q;
  logic                   valid_o_d, valid_o_q;
  always_comb begin
    reg_value_d = reg_value_q;
    valid_o_d   = valid_o_q;
    if (data_valid_i) begin
      if (data_in > reg_value_q) begin
        if (data_in - reg_value_q >= Threshold) begin
          reg_value_d = data_in;
          valid_o_d   = 1'b1;
        end else begin
          valid_o_d   = 1'b0;
        end
      end else begin
        if (reg_value_q - data_in >= Threshold) begin
          reg_value_d = data_in;
          valid_o_d   = 1'b1;
        end else begin
          valid_o_d   = 1'b0;
        end
      end
    end
  end
  always_comb begin
    index_d = index_q;
    if (data_valid_i) begin
      index_d = index_q + 1;
      if (index_d == Samples_per_channel) begin
        index_d = '0;
      end
    end
  end
  always_ff @(posedge clk_i or negedge rst_ni) begin: p_reg_value_q
    if (!rst_ni) begin
      reg_value_q <= '0;
    end else begin
      reg_value_q <= reg_value_d;
    end
  end
  always_ff @(posedge clk_i or negedge rst_ni) begin: p_index_q
    if (!rst_ni) begin
      index_q <= '0;
    end else begin
      index_q <= index_d;
    end
  end
  always_ff @(posedge clk_i or negedge rst_ni) begin: p_valid_o_q
    if (!rst_ni) begin
      valid_o_q <= '0;
    end else begin
      valid_o_q <= valid_o_d;
    end
  end
  assign data_out     = {reg_value_q, index_q};
  assign data_valid_o = valid_o_q;
endmodule : LAVA
==> design/flow/run.sh <==
#!/bin/bash
# OpenROAD 26Q1-2900-gdf79404cd8, Yosys 0.63+post, stock flow scripts
make -C /OpenROAD-flow-scripts/flow DESIGN_CONFIG=/design/flow/config.mk WORK_HOME=/design/flow/orfs finish
==> design/flow/config.mk <==
export PLATFORM = sky130hd
export DESIGN_NAME = LAVA
export DESIGN_NICKNAME = LAVA
export VERILOG_FILES = /design/flow/design.v
export SDC_FILE = /design/flow/constraint.sdc
export NUM_CORES = 4
export LEC_CHECK = 1
export CORE_AREA = 10 10 112 112
export DIE_AREA = 0 0 122 122
==> design/flow/constraint.sdc <==
current_design LAVA

set clk_period 6.4
set clk_io_pct 0.2

create_clock -name clk0 -period $clk_period [get_ports {clk_i}]

set non_clock_inputs [all_inputs -no_clocks]
set_input_delay [expr $clk_period * $clk_io_pct] -clock clk0 $non_clock_inputs
set_output_delay [expr $clk_period * $clk_io_pct] -clock clk0 [all_outputs]
==> results.txt <==
Implementation progress

After detailed routing, the number of remaining DRC violations is 0. The fraction of registers with async set/reset stands at 100%. The number of violations of the max-capacitance limit stands at 0.

The fmax stands at 0.241 GHz. The layout has roughly 1.1k filler cells. The worst-margin pin slew stands at about 550 ps.

The tool warning count stands at 36. Per the OpenROAD floorplan log, the area of the core is 0.0102 sq mm. The total congestion overflow stands at 0. The chip area in the Yosys report stands at 0.00193 sq mm.

The tally of unique sky130hd cells used after synthesis stands at about 52. The number of buffers inserted for hold repair after clock tree synthesis stands at 0. The via count of the first global-routing pass was 1603. Per the repair_timing log after CTS, setup buffers inserted total 0.

For reference, full adder, half adder and majority cells occupy 14.7% of the area reported after synthesis. Setup repair after global routing left no endpoint under its margin. The remaining antenna violation count stands at 0. The first global-routing pass estimated 8.00 mm of wire. The portion of total power attributed to sequential cells stands at between 30% and 40%. The share of the Yosys chip area taken by registers is ~30%. The commonest register cell is dfrtp_1. The floorplan report gives the top-level pin count as 36. In this run the layout overhead on the synthesized area is reported as 28.3%. The critical path arrival stands at around 4400 ps. In this run the power spent charging and discharging nets is 183 uW.

The final timing report lists a max-slew violation count of 0. The final-report setup violation count stands at 0. The final critical-path required period stands at ~4200 ps.

The post-placement worst setup slack stands at 1950 ps. The worst-case headroom to the max-slew limit stands at 63.1%. The worst setup path is of the primary input to register kind.

The final timing report lists clock skew as about 3.5 ps. The worst setup path is captured at a register. The flow reports that the clock network draws between 15 and 20% of the design power. The final report gives the standard cell area, fillers excluded, as between 0.002 and 0.0025 sq mm. The floorplan core density stands at 18.8%.

The part of the total power dissipated in combinational logic stands at between 40% and 50%. Summing internal, switching and leakage power gives roughly 510 uW. The utilization of the core after routing stands at about a quarter. The required time at the endpoint of the critical path stands at 6600 ps. The portion of netlist area occupied by mux cells stands at 7.34%. The synth_stat.txt file lists the number of cells as around 220. The placement summary gives the final routability congestion estimate as approximately 0.85. Per the log, the first TritonRoute iteration ended with a DRC count of ~54. The average routed wire per standard cell stands at about 12 um.

The detailed-route wire length stands at roughly 4.8 mm. After clock tree synthesis, the repair step resized 0 gates. Per the post-synthesis stats, the area per cell is around 9 sq um.

The detailed-routing iteration count for the pre-antenna-repair pass stands at 4. The clock passes through at most 2 buffers. Total power normalized to cell area comes to between 200 and 250 mW/mm^2. Per the timing report, the biggest fanout along the worst path comes to 6. The net switching fraction of the power stands at between 30% and 40%. The synthesized instance count is ~220. The share of the cycle needed by the critical path after routing stands at approximately two thirds. The die extent in y stands at around 120 um. The final route contains around 1.6k vias.

Per the synthesis report, the XOR/XNOR share of the synthesized area is about 6.4%. TritonCTS built the clock tree. The run finished with clean final reports. In this run, the synthesized area fraction spent on and/or/nand/nor cells is recorded as between 10% and 20%. The number of warning messages in the yosys log stands at 1. The worst setup path is launched from a primary input. The static leakage stands at between 0.001 and 0.0015 uW. Per the detail_route report, vias per standard cell equal 4.25.

The and-or/or-and share of the synthesized area stands at 19.1%. The post-synth count of flops with an enable pin is 0. The chip occupies about 0.015 sq mm.

The number of cell rows stands at 37. Per the final timing report, the hold violations number 0. The H-tree depth reported by CTS stands at 1. Synthesis inferred 23 register bits.

The die is between 100 and 150 um wide. The maximum vdd ir drop stands at roughly 0.14 mV. In the post-route analysis, the smallest setup slack over all paths is 2240 ps. Entering global routing, the biggest net connects 24 pins. The number of antenna violations at the first check in global routing came to 0.

Note, the detailed placer reported a final HPWL of roughly 3.8 mm. The later pin in the worst-skew pair is clocked with a latency of 270 ps. The global-route usage over all layers stands at 6.58%. In this run the cell area of the synthesized design comes to a little under 0.002 sq mm. The clock tree has to reach 23 sinks. The count of input and output buffers stands at 35.

The tree is rooted in a clkbuf_8. For the final routed database, the setup TNS stands at 0 ps. The type recorded for the worst min-delay path is register to register. Counting the buffers created by CTS gives 3.

Internal power comes to 331 uW. The clock-pin slew on the worst setup and hold paths stands at 100 ps. 0 antenna diodes ended up in the layout. In the final layout, the share of cells above drive strength 1 is around 6.4%. Yosys shows that the main logic family after synthesis is AND-OR/OR-AND gates. The instance area at placement stands at 0.00242 sq mm.
==> critical path, stage by stage <==
cell and delay [ps]:
clkdlybuf4s50_1 480, inv_1 60, ha_1 380, nand2_2 90, o21bai_4 180, a311o_1 340
o21bai_2 150, a2111oi_1 90, or3_1 410, a41oi_2 420, buf_4 270, mux2i_1 200
==> flip-flops by register name (all words and copies together) (netlist names) <==
name / count
reg_value_q: 10
valid_o_q: 1
index_q: 12
==> worst paths after layout <==
kind                                      from             end  slack (ps)  depth (start not counted)
worst min-delay path                 valid_o_q       valid_o_q         500                          1
worst max register to register  reg_value_q[2]  reg_value_q[3]        3370                         10
max in group asynchronous               rst_ni      index_q[0]        4780                          2
min in group asynchronous               rst_ni  reg_value_q[9]        1370                          2
worst min register to register       valid_o_q       valid_o_q         500                          1
worst max-delay path                data_in[3]  reg_value_q[3]        2240                         12
==> cell type report <==
cell class	count	area [sq um]	area share (%)
clock buffers	3	41.3	1.67
clock inverters	1	7.51	0.304
inverters	26	97.6	3.95
multi-input cells	159	1210	49.1
flip-flops and latches	23	576	23.3
well taps	136	170	6.88
repair buffers	37	365	14.8
==> synth_stat cells, types with 2 or more instances <==
cell type	count	area, sq um
o21ai_0	8	40.0
ha_1	21	263
nor3_1	4	20.0
dfrtp_1	23	576
clkbuf_1	4	15.0
nor2_1	17	63.8
or2_2	4	25.0
a2111o_1	2	22.5
xor2_1	4	35.0
nand2b_1	4	25.0
xnor2_1	10	87.6
mux2i_1	13	130
o22ai_1	2	12.5
o31ai_1	3	22.5
nand3_1	4	20.0
inv_1	26	97.6
a21o_1	3	22.5
nor2b_1	2	12.5
o211ai_1	2	15.0
o2111ai_1	2	17.5
nand2_1	11	41.3
nand4_1	6	37.5
a2111oi_0	2	17.5
a21oi_1	10	50.1
==> stage by stage <==
| step | hold slack, ps | cells |
|---|---|---|
| 2_1_floorplan | 430 | 215 |
| 3_3_place_gp | 501 | 381 |
| 3_5_place_dp | 494 | 381 |
| 4_1_cts | 517 | 385 |
| 5_1_grt | 554 | 385 |
| 6_report | 502 | 385 |
==> cells in the final DEF (no fill, tap or decap), types with 2 or more instances in the layout <==
| master | Yosys | layout |
|---|---|---|
| clkdlybuf4s50_1 | 0 | 35 |
| inv_1 | 26 | 26 |
| dfrtp_1 | 23 | 23 |
| ha_1 | 21 | 21 |
| nor2_1 | 17 | 17 |
| mux2i_1 | 13 | 13 |
| nand2_1 | 11 | 11 |
| a21oi_1 | 10 | 10 |
| xnor2_1 | 10 | 10 |
| o21ai_0 | 8 | 8 |
| nand4_1 | 6 | 6 |
| nor3_1 | 4 | 4 |
| or2_2 | 4 | 4 |
| xor2_1 | 4 | 4 |
| nand2b_1 | 4 | 4 |
| nand3_1 | 4 | 4 |
| o31ai_1 | 3 | 3 |
| a21o_1 | 3 | 3 |
| clkbuf_8 | 0 | 3 |
| nor2b_1 | 2 | 2 |
| a2111oi_0 | 2 | 2 |
| a2111o_1 | 2 | 2 |
| o211ai_1 | 2 | 2 |
| o22ai_1 | 2 | 2 |
| o2111ai_1 | 2 | 2 |
| buf_4 | 0 | 2 |
==> metal layers <==
metal  vias up  global-route usage, %  share of wire [%]
li1        823                      -                  -
met1       763                   9.44                 49
met2        48                   9.72                 43
met3         2                   2.54                8.6
met4         0                  0.224               0.17
met5         -                      0                  0
==> power groups by stage <==
stage / Clock, uW / Sequential, uW / Combinational, uW
final: 100 / 201 / 212
after CTS: 105 / 201 / 216
after global routing: 111 / 207 / 239
==> kinds of logic (layout without fill, tap and decap cells) <==
family          count (synthesis)  in the layout
compound gates                 49             49
xor+xnor                       14             14
fa+ha+maj                      22             22
buf+inv                        33             67
flops                          23             23
mux                            14             14
simple gates                   60             60
No activity file was given, so power comes from the tool's default toggle rates.
